$ cat /design/flow/config.mk
export PLATFORM = sky130hd
export DESIGN_NAME = image_processing
export DESIGN_NICKNAME = image_processing
export VERILOG_FILES = /design/flow/design.v
export SDC_FILE = /design/flow/constraint.sdc
export NUM_CORES = 4
export LEC_CHECK = 1
export CORE_AREA = 10 10 70 70
export DIE_AREA = 0 0 80 80
$ cat /design/flow/constraint.sdc
current_design image_processing

set clk_period 2.8
set clk_io_pct 0.2

create_clock -name clk0 -period $clk_period [get_ports {clk}]

set non_clock_inputs [all_inputs -no_clocks]
set_input_delay [expr $clk_period * $clk_io_pct] -clock clk0 $non_clock_inputs
set_output_delay [expr $clk_period * $clk_io_pct] -clock clk0 [all_outputs]
$ cat /design/flow/design.v
module image_processing (
  input clk,
  input [7:0] data_in,
  output reg [7:0] data_out
);
reg [7:0] pixel;
always @(posedge clk) begin
  pixel <= data_in;
  data_out <= (pixel[7:5] + pixel[4:2] + pixel[1:0]) / 3;
end
endmodule
$ cat /design/flow/run.sh
#!/bin/bash
# OpenROAD 26Q1-2900-gdf79404cd8, Yosys 0.63+post, stock flow scripts
make -C /OpenROAD-flow-scripts/flow DESIGN_CONFIG=/design/flow/config.mk WORK_HOME=/design/flow/orfs finish
==> impl_metrics.env <==
# yosys + openroad results
export IMPL_leakagePower_uw=0.000530
export IMPL_cp_required_ns=3.03
export IMPL_post_route_drc_count=0
export IMPL_io_buffers=12
export IMPL_r2r_start="pixel[6]"
export IMPL_coreArea_um2=3420
export IMPL_numCtsBuffers=3
export IMPL_layout_setup_ws_ns=-0.705
export IMPL_vias=673
export IMPL_routabilityCongestion=0.794
export IMPL_pre_cts_ws_ns=-0.632
export IMPL_worst_r2r_path_depth=17
export IMPL_synthToLayoutAreaGrowth_pct=54.2
export IMPL_holdWs_ns=0.704
export IMPL_crit_top_cell="ha_4"
export IMPL_clock_sinks=12
export IMPL_crit_chain="inv_2 > fa_1 > inv_2 > ha_4 > fa_2 > xor2_4 > ha_4 > nand4b_1 > o21a_1 > and3_4 > inv_4 > ha_4 > a2111oi_4 > buf_4 > nand2_2 > a211o_1 > nand4_1"
export IMPL_synthFlopType="dfxtp_1"
export IMPL_async_reset_ff_frac=0
export IMPL_antenna_found_initial=0
export IMPL_path_buffers=4
export IMPL_r2r_slack_ns=-0.70
export IMPL_grt_pass1_wl_um=2880
export IMPL_skew_ns=0.00792
export IMPL_yosysWarnings=1
export IMPL_first_global_vias=655
export IMPL_dieArea_um2=6400
export IMPL_netlist_area_um2=782
export IMPL_yosysUniqueCellTypes=36
export IMPL_outcome="finished with violations"
export IMPL_post_dp_hpwl_um=1280
export IMPL_cts_tree="yes"
export IMPL_cts_max_level=1
export IMPL_grt_max_degree=11
export IMPL_openroad_warnings=28
export IMPL_path_max_fanout=3
export IMPL_syn_avg_cell_area_um2=9.20
export IMPL_cp_end_kind="flip-flop"
export IMPL_die_w_um=80
export IMPL_min_to="pixel[2]"
export IMPL_p_total_uw=731
export IMPL_critical_path_top_delay_family="adder cells"
export IMPL_timing_final_crit_period_ns=3.50
export IMPL_violations="setup timing"
export IMPL_finish_instance_area_um2=1210
export IMPL_path_clk_slew_ns=0.08
export IMPL_ant_nets=0
export IMPL_fp_utilization=0.229
export IMPL_crit_type="reg -> reg"
export IMPL_grt_usage=0.0540
export IMPL_ys_cells=85
export IMPL_synth_area_yosys_um2=782
export IMPL_slowest_stage="fa_1"
export IMPL_rsz0062_at_grt="yes"
export IMPL_yosysSeqAreaShare=0.307
export IMPL_drtIter0Drc=19
export IMPL_first_pass_iters=4
export IMPL_wl_per_cell_um=10.1
export IMPL_post_route_period_util=1.25
export IMPL_ioPinCount=17
export IMPL_min_path_cells=1
export IMPL_hp_class="in -> reg"
export IMPL_worstSkewPairLatency_ns=0.29
export IMPL_fp_dieH_um=80
export IMPL_placed_area_um2=1110
export IMPL_ys_ff=12
export IMPL_wl_um=1670
export IMPL_viasPerCell=4.08
export IMPL_drive_above_1_share=0.361
export IMPL_vdd_drop_max_v=0.000308
export IMPL_synthCells=85
export IMPL_fill_cells=352
export IMPL_worstHoldStart="data_in[2]"
export IMPL_fmax_ghz=0.285
export IMPL_grt_overflow=0
export IMPL_holdBufCountCts=0
export IMPL_crit_path_max_incr_delay_ns=0.54
export IMPL_power_density_nw_per_um2=606
export IMPL_edf_count=0
export IMPL_diodes=0
export IMPL_drv_cap=0
export IMPL_cts_root_buf="clkbuf_4"
export IMPL_cts_path_max_buffers=2
export IMPL_rows=21
export IMPL_start_kind="flip-flop"
export IMPL_finalSetupViolations=2
export IMPL_finalMaxSlewViolations=0
export IMPL_crit_arrival_ns=3.74
export IMPL_r2r_end="data_out[0]"
export IMPL_finalHoldViolCount=0
## cell type report
type | count | area, um^2 | share of cell area
Clock buffer | 4 | 36.3 | 0.0301
Multi-Input combinational cell | 56 | 537 | 0.445
Timing Repair Buffer | 33 | 278 | 0.230
Tap cell | 46 | 57.6 | 0.0477
Inverter | 14 | 55.1 | 0.0456
Sequential cell | 12 | 243 | 0.201
## how the worst max path moves through the flow
stage | startpoint | endpoint | slack, ns | cells after the start
CTS | pixel[1] | data_out[0] | -0.63 | 16
global route | pixel[6] | data_out[0] | -0.88 | 17
finish | pixel[6] | data_out[0] | -0.70 | 17
## what timing repair did
action | in CTS | in global routing
setup endpoints to repair | 2 | 2
buffers inserted | 2 | 3
pin swaps | 0 | 8
gates resized | 3 | 6
## state kept, by name, indices dropped and copies added (netlist names)
signal    count
data_out      4
pixel         8
## power breakdown
| part | switching [uW] | total (uW) | internal (uW) |
|---|---|---|---|
| clock | 65.0 | 144 | 79.3 |
| sequential | 6.13 | 203 | 197 |
| combinational | 159 | 384 | 226 |
| total | 230 | 731 | 502 |
## metrics by stage
stage / setup TNS, ns / cells / util
3_5_place_dp: -1.22 / 156 / 0.325
4_1_cts: -1.21 / 162 / 0.341
5_1_grt: -1.69 / 165 / 0.353
3_3_place_gp: -1.14 / 156 / 0.325
2_1_floorplan: -1.15 / 88 / -
6_report: -1.35 / 165 / 0.353
## routing by layer
metal,wire (um),global-route usage
met1,763,0.0690
met2,806,0.0907
met3,57,0.0136
met4,44,0.00880
met5,0,0
## logic make-up (layout without fill, tap and decap cells)
logic type,Yosys count,count (layout),synth area share
AND-OR/OR-AND,15,15,0.166
XOR/XNOR,1,1,0.0208
adder cells (fa/ha/maj),8,8,0.157
buffers and inverters,20,51,0.115
flip-flops,12,12,0.307
multiplexers,2,2,0.0256
other,1,4,0.00480
AND/OR/NAND/NOR,26,26,0.203
## synthesized netlist by cell type (all sizes together) (2+ instances only)
master	count	area share
dfxtp	12	0.31
buf	4	0.038
clkbuf	2	0.0096
nor2	3	0.014
a21o	2	0.019
inv	14	0.067
nand2	7	0.034
mux2i	2	0.026
nand2b	2	0.016
nand4b	3	0.034
a21oi	3	0.019
fa	3	0.077
ha	5	0.080
a2111oi	2	0.046
nor3	2	0.019
## placed cells by master (no fill, tap or decap), types with 2 or more instances in the layout
| cell | count |
|---|---|
| buf_4 | 21 |
| clkdlybuf4s50_1 | 12 |
| inv_1 | 10 |
| dfxtp_1 | 10 |
| nand2_1 | 6 |
| conb_1 | 4 |
| inv_2 | 3 |
| a21oi_1 | 3 |
| nand4b_1 | 3 |
| ha_4 | 3 |
| clkbuf_4 | 3 |
| a21o_1 | 2 |
| nor2_1 | 2 |
| nand2b_1 | 2 |
| mux2i_1 | 2 |
| fa_1 | 2 |
| ha_1 | 2 |
| dfxtp_2 | 2 |
Power is estimated from default activity; no workload was simulated.
