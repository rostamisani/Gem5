### flow/config.mk
export PLATFORM = sky130hd
export DESIGN_NAME = fifo_buffer
export DESIGN_NICKNAME = fifo_buffer
export VERILOG_FILES = /design/flow/design.v
export SDC_FILE = /design/flow/constraint.sdc
export NUM_CORES = 4
export LEC_CHECK = 1
export CORE_UTILIZATION = 50
### flow/constraint.sdc
current_design fifo_buffer

set clk_period 6.3
set clk_io_pct 0.2

create_clock -name clk0 -period $clk_period [get_ports {clk}]

set non_clock_inputs [all_inputs -no_clocks]
set_input_delay [expr $clk_period * $clk_io_pct] -clock clk0 $non_clock_inputs
set_output_delay [expr $clk_period * $clk_io_pct] -clock clk0 [all_outputs]
### flow/design.v
module fifo_buffer #(
  parameter depth = 8,
  parameter data_width = 8
) (
  input        clk,
  input        reset,
  input        write_enable,
  input [data_width-1:0] write_data,
  output       write_full,
  input        read_enable,
  output [data_width-1:0] read_data,
  output       read_empty
);
  reg [data_width-1:0] memory [0:depth-1];
  reg [3:0] write_pointer, read_pointer;
  reg [data_width-1:0] read_temp;
  always @(posedge clk) begin
    if (reset) begin
      write_pointer <= 0;
      read_pointer <= 0;
    end else begin
      if (write_enable && !write_full) begin
        memory[write_pointer] <= write_data;
        write_pointer <= write_pointer + 1;
        if (write_pointer == depth) begin
          write_pointer <= 0;
        end
      end
      if (read_enable && !read_empty) begin
        read_temp <= memory[read_pointer];
        read_pointer <= read_pointer + 1;
        if (read_pointer == depth) begin
          read_pointer <= 0;
        end
      end
    end
  end
  assign write_full = (write_pointer + 1 == read_pointer) || (write_pointer == depth-1 && read_pointer == 0);
  assign read_empty = (read_pointer == write_pointer);
  assign read_data = read_temp;
endmodule
### flow/run.sh
#!/bin/bash
# OpenROAD 26Q1-2900-gdf79404cd8, Yosys 0.63+post, stock flow scripts
make -C /OpenROAD-flow-scripts/flow DESIGN_CONFIG=/design/flow/config.mk WORK_HOME=/design/flow/orfs finish
==> out/qor.csv <==
stage,metric,value,unit
worst_setup_path,Max Fanout on Critical Path,9,
worst_hold_path,worst min path class,reg2reg,
clock_network,"Reg clk slew, reported paths",0.08,ns
worst_setup_path,Arrival @ worst endpoint,2.40,ns
outcome,status,completed,
final_layout,Post-Layout Cell Count,313,
routing,ant diodes,0,
synth,"top cells by area, synth","edfxtp_1 (66%), mux4_2 (11%), dfxtp_1 (4.9%), nand2_1 (3.5%), ha_1 (1.5%)",
synth,register share after synthesis,70.4,%
clock_network,H-tree Lvls,3,
synth,number of enable flip-flop cells,72,
sta,final worst path period need,3.66,ns
job,Log Warnings,27,
synth,Synth Flop Type,edfxtp_1,
power,P per Cell Area,345,nW/um^2
sta,final setup TNS,0,ns
worst_hold_path,worst hold stages,2,
die,die height,83.2,um
die,Die X,83.2,um
global_routing,"Remaining Overflow, GRT",0,
routing,antenna-violating nets left,0,
worst_setup_path,Setup crit end kind,primary output,
worst_setup_path,Slowest cell on crit path,dfxtp_1,
routing,First-pass DRT Iterations,4,
synth,Synth Instances,197,
sta,Max transition margin,60.2,%
sta,Tightest Pin Transition,0.596,ns
synth,syn avg cell area,16.7,um^2
clock_network,cell chosen for the clock root,clkbuf_8,
routing,Iter 0 DRT Violations,66,
global_routing,first-pass GRT wire length,9250,um
worst_setup_path,"CP delay by family, top",buffers and inverters,
placement,DP HPWL,3590,um
synth,Cell Type Count,34,
die,FP Core Util,51.9,%
synth,ys flops,80,
worst_setup_path,Stages on worst setup path,7,
final_layout,logic area,922,um^2
placement,Placed Cells,298,
worst_setup_path,required time worst endpoint,5.04,ns
sta,fmax,0.274,GHz
clock_network,CTS Buf Count,9,
global_routing,vias in the first global route,1813,
clock_network,CTS Buffer Depth,2,
sta,# setup viols final,0,
global_routing,antenna violations before repair,0,
die,chip area,6920,um^2
routing,Residual DRC,0,
synth,leading area contributor after synthesis,edfxtp_1,
routing,via count,1764,
worst_setup_path,Crit path largest cell delay,0.50,ns
clock_network,"Clk Latency, worst-skew pair",0.34,ns
die,IO Count,22,
routing,Via-to-Cell Ratio,5.64,
synth,leading cell types by count after synthesis,"edfxtp_1 (72), nand2_1 (31), mux4_2 (16)",
worst_setup_path,CP Launch Type,register,
final_layout,ratio of cells with drive above 1 in the final layout,21.2,%
clock_network,CTS-repair resized insts,0,
power,maximum vdd ir drop,0.221,mV
sta,Slew Limit Fails,0,
worst_setup_path,worst r2r path cells,8,
final_layout,register area,2320,um^2
clock_network,clk sinks,80,
die,Cell Rows,29,
power,P_leak,0.00130,uW
synth,Top-area cell share,65.6,%
synth,most instantiated library cell after synthesis,edfxtp_1,
final_layout,Area Growth Syn to Fin,17.3,%
clock_network,TritonCTS clock tree,yes,
die,core area,6350,um^2
clock_network,CTS hold repair buffers,0,
job,Max Cap Viol,0,
final_layout,fillcell total,472,
routing,DRT Wirelength,5750,um
synth,Mapped Area,3300,um^2
global_routing,Overall Global Routing Usage,19.9,%
sta,Worst Skew,0.0109,ns
global_routing,largest net degree at the start of global routing,23,
clock_network,Post-CTS Setup Inserts,0,
sta,final period utilization,58.0,%
synth,post-synthesis chip area from yosys,3300,um^2
sta,RSZ-0062 raised after global routing,false,
synth,Yosys Warn Count,1,
sta,Final Hold Viols,0,
synth,# Cells Yosys,197,
worst_setup_path,crit path cell chain,inv_1 > ha_1 > xor2_1 > nor2_1 > a31oi_1 > nor2b_1 > clkdlybuf4s50_1,
synth,asr flop ratio synth,0,%
worst_setup_path,CP Class,reg2out,
placement,IO Port Bufs,21,
worst_setup_path,Buf/Inv on CP,2,
routing,drt wl/cell,18.4,um
placement,GPL Wtd Cong,0.850,
[cell usage in the layout, fill, tap and decap left out, types with 3 or more instances in the layout]
cell type	netlist	layout
edfxtp_1	72	72
nand2_1	31	31
clkdlybuf4s50_1	0	21
mux4_2	16	16
nor2_1	11	11
buf_4	0	11
clkbuf_8	0	9
dfxtp_1	8	8
inv_1	4	4
nand3_1	4	4
ha_1	4	4
xnor2_1	3	3
a31oi_1	3	3
mux2i_1	3	3
a21oi_1	3	3
[cells by family after synthesis]
| family | Yosys count | synth area share [%] |
|---|---|---|
| simple gates | 61 | 8.65 |
| xor+xnor | 7 | 2.31 |
| flops | 80 | 70.4 |
| fa+ha+maj | 4 | 1.52 |
| buf+inv | 13 | 1.63 |
| mux | 20 | 12.2 |
| compound gates | 12 | 3.30 |
[state kept, by name, summed over array words and instances, names as in the netlist]
| register | flops |
|---|---|
| memory | 64 |
| read_pointer | 4 |
| read_temp | 8 |
| write_pointer | 4 |
[power by group]
group	internal (uW)	total, uW	leakage [uW]	switching [uW]
clock	224	401	0.000110	178
combinational	163	297	0.000473	135
sequential	618	634	0.000715	15.9
[area by class of cell]
class / instances / area share (%)
flip-flops and latches: 80 / 60.0
multi-input cells: 104 / 23.8
repair buffers: 32 / 7.57
clock buffers: 9 / 3.20
well taps: 77 / 2.49
clock inverters: 6 / 2.36
inverters: 5 / 0.485
[path summary, 6_finish.rpt]
check | to | slack (ns) | from
min | write_pointer[1] | 0.58 | write_pointer[1]
min reg2reg | write_pointer[1] | 0.58 | write_pointer[1]
max reg2reg | memory[0][6] | 3.79 | write_pointer[0]
max | write_full | 2.64 | write_pointer[0]
[layer usage]
layer / GRT usage [%] / share of wire (%) / vias to the layer above
met4: 1.72 / 1.2 / 0
li1: - / - / 833
met2: 32.3 / 53 / 79
met5: 0 / 0 / -
met3: 11.4 / 10 / 7
met1: 26.3 / 35 / 845
[metrics by stage]
step	worst slack [ns]	power [uW]	area [um^2]	hold WS (ns)	util (%)
2_1_floorplan	3.22	849	3300	0.523	-
3_3_place_gp	3.10	941	3650	0.544	57.5
3_5_place_dp	3.03	948	3650	0.570	57.5
4_1_cts	2.63	1350	3870	0.585	60.9
5_1_grt	2.53	1400	3870	0.601	60.9
6_report	2.64	1330	3870	0.582	60.9
[worst register-to-register path, delay by kind of cell (launching register included)]
kind            cells  cell delay (ns)
xor+xnor            1             0.14
buf+inv             2             0.40
simple gates        3             0.48
flops               1             0.50
compound gates      1             0.36
fa+ha+maj           1             0.33
No activity file was given, so power comes from the tool's default toggle rates.
