--- flow/constraint.sdc ---
current_design timer

set clk_period 3.1
set clk_io_pct 0.2

create_clock -name clk0 -period $clk_period [get_ports {clk}]

set non_clock_inputs [all_inputs -no_clocks]
set_input_delay [expr $clk_period * $clk_io_pct] -clock clk0 $non_clock_inputs
set_output_delay [expr $clk_period * $clk_io_pct] -clock clk0 [all_outputs]
--- flow/config.mk ---
export PLATFORM = sky130hd
export DESIGN_NAME = timer
export DESIGN_NICKNAME = timer
export VERILOG_FILES = /design/flow/design.v
export SDC_FILE = /design/flow/constraint.sdc
export NUM_CORES = 4
export LEC_CHECK = 1
export CORE_AREA = 10 10 70 70
export DIE_AREA = 0 0 80 80
--- flow/run.sh ---
#!/bin/bash
# OpenROAD 26Q1-2900-gdf79404cd8, Yosys 0.63+post, stock flow scripts
make -C /OpenROAD-flow-scripts/flow DESIGN_CONFIG=/design/flow/config.mk WORK_HOME=/design/flow/orfs finish
--- flow/design.v ---
module timer(
  input clk,
  input rst,
  output reg timeout
);
parameter COUNT_MAX = 1023;
reg [10:0] count;
always @(posedge clk) begin
  if(rst) begin
    count <= 0;
    timeout <= 0;
  end else begin
    if(count == COUNT_MAX) begin
      count <= 0;
      timeout <= 1;
    end else begin
      count <= count + 1;
      timeout <= 0;
    end
  end
end
endmodule
==> flow report <==
WORST SETUP PATH
------------------------------------------------------------------------
Endpoint kind of the worst setup timing path .............. primary output
Worst Path Buf+Inv ........................................            1
Worst stage delay on the critical path ....................      0.47 ns
Startpoint of the most critical register-to-register path . count[0]$_SDFF_PP0_
Worst EP required .........................................      2.48 ns
Critical-path cell list ................................... clkdlybuf4s50_1
Worst R2R Path Depth ......................................            4
Critical Path Start Type ..................................         flop
Max stage delay cell, worst path .......................... clkdlybuf4s50_1
Arr. time, crit path ......................................      1.04 ns
Critical Path Fanout Max ..................................            1
Critical register-to-register path endpoint ............... count[3]$_SDFF_PP0_
Cell family with the largest share of critical-path delay . buffers and inverters
Start-to-end type of the worst setup path .................      reg2out
Slack of the worst reg-to-reg path ........................      1.52 ns

FLOORPLANNING
------------------------------------------------------------------------
Top Ports .................................................            3
Total Die Area ............................................     6400 um2
Die Y-Extent ..............................................        80 um
Number of placement rows ..................................           21
Die Span X ................................................        80 um
Starting density of the core ..............................        14.7%
Area of the placeable core ................................     3420 um2

YOSYS
------------------------------------------------------------------------
Synth top area share ......................................        48.0%
Area of the mapped netlist ................................      500 um2
Syn Area/Cell .............................................     9.81 um2
Unique cell type count in the Yosys netlist ...............           19
Chip area line of the yosys report ........................      500 um2
Biggest area contributors in the synthesized netlist ...... dfxtp_1 48%, o41ai_4 5.5%, or3_1 5.0%
Library cell with the largest summed area after synthesis .      dfxtp_1
Flop and latch count out of synthesis .....................           12
Sequential cell area fraction in the yosys report .........        48.0%
Post-synthesis cell count .................................           51
Yosys synthesis warning count .............................            1
Yosys cell count ..........................................           51

PLACEMENT
------------------------------------------------------------------------
Detailed placer's ending HPWL .............................       611 um
Number of buffers inserted by port buffering ..............            2
Inst Count DP .............................................           99
Routability congestion estimate ...........................        0.768
Post-placement worst setup slack ..........................      1.51 ns

CLOCK TREE
------------------------------------------------------------------------
Number of sinks driven by the clock tree ..................           12
Total CTS buffers .........................................            3
Cts-stage hold buffer count ...............................            0
CTS tree ..................................................          yes
Root buf cell .............................................     clkbuf_4
Clock latency on the worst-skew pair ......................      0.26 ns
H-tree depth ..............................................            1
Maximum clock path buffer count ...........................            2
Setup repair bufs after CTS ...............................            0
Clk pin slew, worst setup/hold paths ......................      0.07 ns
Post_cts resized ..........................................            0

ROUTE
------------------------------------------------------------------------
Number of antenna cells inserted ..........................            0
Remaining design rule violation count .....................            0
Via count .................................................          372
First-iteration detailed-routing DRC count ................           18
Post-detailed-route count of antenna-violating nets .......            0
Detail-routed via count per cell ..........................         3.65
Pre-Repair DR Iteration Count .............................            4
Final wirelength ..........................................       794 um
WL per Instance ...........................................      7.78 um

TIMING
------------------------------------------------------------------------
Timing-limited maximum frequency ..........................    0.603 GHz
Setup Viol. Count Final ...................................            0
Final worst hold slack ....................................     0.445 ns
Endpoints failing hold ....................................            0
Number of max-slew violations in the final report .........            0
Cycle use final ...........................................        53.5%
Min cycle time layout .....................................      1.66 ns
RSZ-0062 raised after global routing ......................        false
Worst Max-Slew Pin Slew ...................................     0.554 ns
Setup total negative slack ................................         0 ns
Worst Clk Skew ............................................   0.00505 ns
Rel. slew slack ...........................................        63.0%
Worst setup slack after layout ............................      1.44 ns

POWER AND IR DROP
------------------------------------------------------------------------
Pleak .....................................................     0.213 nW
Worst ir drop on vdd ......................................   0.000191 V
Overall Power .............................................     0.259 mW
PD cells ..................................................   432 nW/um2

WORST HOLD PATH
------------------------------------------------------------------------
Hold WC Path Type .........................................      reg2reg
Worst Hold Path Cells .....................................            1
Hold path start ........................................... count[0]$_SDFF_PP0_
Hold endpoint ............................................. count[0]$_SDFF_PP0_

GRT
------------------------------------------------------------------------
Initial antenna violation count ...........................            0
First-pass GRT wire length ................................      1240 um
Vias in the first global route ............................          292
Pin count of the biggest net entering global routing ......            9
Remaining global-route overflow ...........................            0
All-layer global routing usage ............................        2.40%

JOB
------------------------------------------------------------------------
OpenROAD warning count ....................................           25
MaxCap Viol Count .........................................            0

LAYOUT
------------------------------------------------------------------------
Ratio of cells with drive above 1 in the final layout .....        14.3%
Non-Filler Instances ......................................          102
Area overhead of the layout relative to synthesis .........        20.0%

OUTCOME
------------------------------------------------------------------------
Result of the run .........................................    completed

## placed cells by master (no fill, tap or decap)
| cell type | instances |
|---|---|
| o41ai_4 | 1 |
| nand2_1 | 4 |
| or4_4 | 1 |
| and3_1 | 1 |
| nor2_1 | 5 |
| nand4_4 | 1 |
| a21oi_1 | 4 |
| a21oi_2 | 1 |
| clkbuf_4 | 3 |
| xor2_1 | 2 |
| clkdlybuf4s50_1 | 2 |
| xnor2_1 | 1 |
| ha_1 | 1 |
| dfxtp_1 | 12 |
| or3_2 | 1 |
| nand3_1 | 4 |
| nor3_1 | 1 |
| inv_1 | 2 |
| o21ai_0 | 4 |
| o31ai_1 | 1 |
| or3_1 | 4 |
## kinds of logic (layout without fill, tap and decap cells)
kind of cell	after synthesis	count (layout)	synth area share, %
adder cells (fa/ha/maj)	1	1	2.50
AND-OR/OR-AND	11	11	16.8
XOR/XNOR	3	3	5.25
AND/OR/NAND/NOR	22	22	26.0
buffers and inverters	2	7	1.50
flip-flops	12	12	48.0
## worst reg2reg max path: stages (launching register included)
cell and delay, ns:
dfxtp_1 0.35, ha_1 0.23, nand3_1 0.19, o41ai_4 0.58
nor2_1 0.10
## stage by stage
step                      instance area [um2]  utilization (%)
after floorplan                           500                -
after global placement                    578             16.9
after detailed placement                  578             16.9
after CTS                                 601             17.6
after global routing                      601             17.6
final                                     601             17.6
## area by class of cell
class,count,area [um2]
clock buffer,3,22.5
inverter,2,7.51
tap,46,57.6
fill,381,2820
multi-input combinational,37,253
sequential,12,240
timing repair buffer,2,20.0
## worst max-delay path by stage
stage | start | to | slack, ns | cells past startpoint
4_1_cts | timeout$_SDFF_PP0_ | timeout | 1.42 | 1
5_1_grt | timeout$_SDFF_PP0_ | timeout | 1.39 | 1
6_report | timeout$_SDFF_PP0_ | timeout | 1.44 | 1
## synth_stat cells (all sizes together)
library cell and count:
a21oi 5, and3 1, dfxtp 12, ha 1, inv 2, nand2 4, nand3 4, nand4 1
nor2 5, nor3 1, o21ai 4, o31ai 1, o41ai 1, or3 5, or4 1, xnor2 1
xor2 2
## state kept, by name (all words and copies together), names as in the netlist
signal and count:
timeout 1, count 11
## power breakdown
group          total [mW]  leakage [nW]  internal (mW)  switching, mW
sequential          0.160        0.0973          0.157        0.00278
combinational      0.0116         0.102        0.00552        0.00613
clock              0.0876        0.0138         0.0447         0.0428
## layer usage
metal | share of wire (%) | global-route usage (%)
met1 | 48 | 3.11
met2 | 39 | 2.97
met3 | 9.8 | 1.82
met4 | 2.6 | 0.704
met5 | 0 | 0
Power figures rest on the tool's default switching activity, not on a simulated workload.
